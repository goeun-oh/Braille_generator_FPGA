### /design/flow/design.v
`timescale 1ns / 1ps
module stage2_pooling(
input                                                           clk            ,
input                                                           reset_n        ,
input                                                           i_in_valid     ,
input     [20 -1 : 0]                                 i_in_fmap       , 
output                                                          o_ot_valid     ,
output    [20 -1 : 0]                                o_ot_fmap         
    );
    localparam COL = 24;  
    localparam ROW = 24;  
    integer i;
    function [20:0] max_pixel;
        input [2*2*20-1 : 0] fmap;  
        reg   [20-1:0] a, b, c, d;
        reg   [20-1:0] max1, max2, max_pool;
        begin
            a = fmap[0               +: 20];
            b = fmap[1*20 +: 20];
            c = fmap[2*20 +: 20];
            d = fmap[3*20 +: 20];
            max1 = (a > b) ? a : b;
            max2 = (c > d) ? c : d;
            max_pool = (max1 > max2) ? max1 : max2;
            max_pixel = max_pool;            
        end
    endfunction
    reg [$clog2(ROW)-1:0] row;
    reg [$clog2(COL)-1:0] col;
    reg [$clog2(ROW)-1:0] row_delay;
    reg [$clog2(COL)-1:0] col_delay;
    always @(posedge clk or negedge reset_n) begin
        if(!reset_n) begin
            row <= 0;
            col <= 0;  
        end else if(i_in_valid) begin
            if(col == COL-1) begin
                col <= 0;
                if (row == ROW -1) begin
                    row <= 0 ;
                end else begin
                    row <= row + 1;
                end
            end else begin
                col <= col + 1;
            end
        end 
    end
    always @(posedge clk or negedge reset_n) begin
        if(!reset_n) begin
            row_delay <= 0;
            col_delay <= 0;  
        end else begin
            row_delay <= row;
            col_delay <= col;
        end 
    end    
    reg [20-1:0] line_buffer0 [0:24-1];    
    reg [20-1:0] line_buffer1 [0:24-1];
    always @(posedge clk or negedge reset_n) begin
        if(!reset_n) begin
            for (i = 0; i < 24; i = i + 1) begin
                line_buffer0[i] <= 0;
                line_buffer1[i] <= 0;
            end
        end else begin
            if((i_in_valid)) begin 
                line_buffer1[col] <= i_in_fmap;  
                if(!col) begin
                    for (i = 0; i < 24; i = i + 1) begin
                        line_buffer0[i] <= line_buffer1[i];
                    end
                end
            end
        end
    end    
    reg [20-1:0] o_pooling;
    reg [20-1:0] r_o_pooling;
    reg r_valid;
    always @(*) begin
        o_pooling = max_pixel({
            line_buffer0[col_delay-1], line_buffer0[col_delay],
            line_buffer1[col_delay-1], line_buffer1[col_delay]
            });        
    end
    always @(posedge clk or negedge reset_n) begin
        if(!reset_n) begin
            r_o_pooling   <= 0;
            r_valid       <= 0;
        end else if( (row_delay[0]) && (col_delay[0]) ) begin
            r_o_pooling <= o_pooling;
            r_valid     <= 1;
        end else begin
            r_o_pooling <= 0;
            r_valid     <= 0;
        end
    end    
assign o_ot_fmap = r_o_pooling;
assign o_ot_valid =  r_valid;
endmodule
`timescale 1ns / 1ps
module stage2_pooling_core(
    input                                                                                   clk         	,
    input                                                                                   reset_n     	,
    input                                                                                   i_in_valid  	,
    input         [3 * 20 - 1 : 0]                                    i_in_fmap    	, 
    output                                                                                  o_ot_valid  	,
    output reg    [3 * 20 - 1 : 0]                                    o_ot_fmap         
    );
    localparam LATENCY = 1;
    wire    [LATENCY-1 : 0] 	                   ce;
    reg     [LATENCY-1 : 0] 	                   r_valid;
    wire    [3-1 : 0]                   w_in_valid;  
    wire    [3 * 20 - 1 : 0] w_ot_fmap;   
    wire    [3-1 : 0]                   w_ot_valid; 
    always @(posedge clk or negedge reset_n) begin
        if(!reset_n) begin
            r_valid   <= {LATENCY{1'b0}};
        end else begin
            r_valid[LATENCY-1]  <= &w_ot_valid;
        end
    end
assign	ce = r_valid;
    genvar ci_inst;
    generate
        for(ci_inst = 0; ci_inst < 3; ci_inst = ci_inst + 1) begin 
            wire [20 - 1 : 0] w_in_fmap;
            assign w_in_fmap = i_in_fmap[ci_inst * 20 +: 20];
            assign w_in_valid[ci_inst] = i_in_valid; 
            stage2_pooling u_stage2_pooling(
                .clk         	(clk),
                .reset_n     	(reset_n),
                .i_in_valid  	(w_in_valid[ci_inst]),
                .i_in_fmap    	(w_in_fmap),
                .o_ot_valid  	(w_ot_valid[ci_inst]),
                .o_ot_fmap      (w_ot_fmap[ci_inst * 20 +: 20])
                );  
        end
    endgenerate
    always @(posedge clk or negedge reset_n) begin
        if(!reset_n) begin
            o_ot_fmap <= 0;
        end else if(&w_ot_valid) begin
            o_ot_fmap <= w_ot_fmap;
        end
    end
    assign o_ot_valid = r_valid[LATENCY-1];
reg signed [20 - 1 : 0] d_i_in_fmap [0 : 3 - 1];
integer ch;
   always @(posedge clk or negedge reset_n) begin
       if(!reset_n) begin
           for(ch =0 ; ch<3; ch=ch+1) begin
               d_i_in_fmap [ch] <= 0;
           end
       end else if(i_in_valid) begin
           for(ch =0 ; ch<3; ch=ch+1) begin
               d_i_in_fmap [ch] <= $signed(i_in_fmap[ch*20+:20]);
           end
       end
   end
    endmodule
### /design/flow/run.sh
#!/bin/bash
# OpenROAD 26Q1-2900-gdf79404cd8, Yosys 0.63+post, stock flow scripts
make -C /OpenROAD-flow-scripts/flow DESIGN_CONFIG=/design/flow/config.mk WORK_HOME=/design/flow/orfs finish
### /design/flow/config.mk
export PLATFORM = sky130hd
export DESIGN_NAME = stage2_pooling_core
export DESIGN_NICKNAME = stage2_pooling_core
export VERILOG_FILES = /design/flow/design.v
export SDC_FILE = /design/flow/constraint.sdc
export NUM_CORES = 4
export LEC_CHECK = 1
export CORE_UTILIZATION = 30
### /design/flow/constraint.sdc
current_design stage2_pooling_core

set clk_period 26.1
set clk_io_pct 0.2

create_clock -name clk0 -period $clk_period [get_ports {clk}]

set non_clock_inputs [all_inputs -no_clocks]
set_input_delay [expr $clk_period * $clk_io_pct] -clock clk0 $non_clock_inputs
set_output_delay [expr $clk_period * $clk_io_pct] -clock clk0 [all_outputs]
==> impl_metrics.tcl <==
# collected from the flow reports
set metrics [dict create \
    status "finished clean" \
    grt_util_met2 0.3679 \
    areaGrowthSynthToFinish_pct 13.88 \
    p_per_area_nw_per_um2 135.9 \
    met3_usage 0.1346 \
    hold_class "reg2reg" \
    drive_gt1_frac 0.3132 \
    vias 130500 \
    hold_viol_final 0 \
    cts.sinks 3052 \
    grt_pass1_wl_um 992300 \
    cp-start-kind "flop" \
    crit_type "reg2reg" \
    hpwl_um 440800 \
    relSlewSlack 0.05730 \
    drt_iter0_markers 15530 \
    rsz0062_at_grt "no" \
    crit_buf_inv 8 \
    root_buffer "clkbuf_16" \
    mux_share 0.2127 \
    die_width_um 725.9 \
    dp_cells 19830 \
    grt_use_met1 0.3494 \
    synth_warnings 5 \
    holdPathStages 0 \
    hold_buffers 0 \
    grt_max_degree 128 \
    warnings 60 \
    grt_pass1_vias 129800 \
    overflow 0 \
    path_delay_family "simple AND/OR/NAND/NOR gates" \
    avgSynthCellArea_um2 11.65 \
    wire_per_inst_um 34.30 \
    antenna_found_initial 68 \
    vias_per_cell 6.364 \
    critical_path.max_fanout 33 \
    cts_tree "yes" \
    power_leakage_nw 80.84 \
    end_kind "flop" \
    fin_area_um2 179000 \
    firstDrtPassIters 10 \
    dieArea_um2 527000 \
    simple_gate_share 0.09829 \
    clock_power_share 0.213 \
    required_ns 26.96 \
    critPathArrivalTime_ns 11.71 \
    ys_seq_frac 0.4858 \
    clock_latency_ns 1.03 \
    core-area_um2 521200 \
    finalCritPeriodShare 0.4158 \
    grt_use_total 0.2679 \
    cp.depth 27 \
    fa_ha_area_frac 0.01576 \
    drc 0 \
    drv_slew 0 \
    drv_cap 0 \
    top_usage_layer "met2" \
    p_int_mw 13.61 \
    combPwrFrac 0.437 \
    ff_type "dfrtp_1" \
    fmax_ghz 0.09214 \
    power_frac_seq 0.350 \
    ys_chip_area_um2 157200 \
    synth_area_um2 157200 \
    fin_util 0.3435 \
    fin_skew_ns 0.09930 \
    ant_nets 0 \
    ctsResizeCount 0 \
    edf_count 0 \
    logic_family "multiplexers" \
    cts_htree_levels 5 \
    place_congestion 1.032 \
    synth_cells 13500 \
    port_buffers 123 \
    wl_um 703100 \
    sw_frac_of_total 0.4405 \
    placed_area_um2 167000 \
    cp_slowest_cell "nor4_1" \
    cts_made_buffers 344 \
    pin_count 124 \
    path_clk_slew_ns 0.06 \
    switchingPower_mw 10.72 \
    synth-xor-area-share 0.0004457 \
    critical-path-top-cell-by-count "buf_4" \
    r2r_cells 27 \
    peakVddDrop_uv 165.2 \
    rows 265 \
    synthArstFlopShare 1.000 \
    ys_cells 13500 \
    setup_viol 0 \
    tns_ns 0 \
    stdcell_count 20500 \
    synth_flops 3052 \
    tightest_slew_ns 1.401 \
    clockBufferDepth 4 \
    period_needed_ns 10.85 \
    die.size.y_um 725.9 \
    max_stage_delay_ns 1.19 \
    cts_post_setup_buffers_inserted 0 \
    fp_util 0.3016 \
    aoi_share 0.1480 \
    ys_types 92 \
]
-- through the flow --
| stage | setup WS [ns] | total power [mW] | hold slack [ns] |
|---|---|---|---|
| 2_1_floorplan | 18.90 | 14.14 | 0.3519 |
| 6_report | 15.25 | 24.33 | 0.4473 |
| 3_3_place_gp | 14.92 | 18.63 | 0.4390 |
| 4_1_cts | 15.90 | 23.88 | 0.4556 |
| 5_1_grt | 15.26 | 25.21 | 0.4561 |
| 3_5_place_dp | 14.84 | 18.64 | 0.4406 |
-- path summary, 6_finish.rpt --
| check | start | endpoint | slack, ns |
|---|---|---|---|
| max reg2reg | genblk1[2].u_stage2_pooling.col_delay[1] | genblk1[2].u_stage2_pooling.r_o_pooling[7] | 15.25 |
| max | genblk1[2].u_stage2_pooling.col_delay[1] | genblk1[2].u_stage2_pooling.r_o_pooling[7] | 15.25 |
| max in group asynchronous | reset_n | genblk1[0].u_stage2_pooling.line_buffer1[13][6] | 16.12 |
| min in group asynchronous | reset_n | genblk1[1].u_stage2_pooling.line_buffer1[6][6] | 4.17 |
| min | genblk1[1].u_stage2_pooling.col[4] | genblk1[1].u_stage2_pooling.col_delay[4] | 0.45 |
| min reg2reg | genblk1[1].u_stage2_pooling.col[4] | genblk1[1].u_stage2_pooling.col_delay[4] | 0.45 |
-- state kept, by name, indices dropped and copies added, names as in the netlist --
signal                                 count
genblk1.u_stage2_pooling.r_valid           3
genblk1.u_stage2_pooling.col_delay        15
genblk1.u_stage2_pooling.line_buffer0   1440
genblk1.u_stage2_pooling.line_buffer1   1440
r_valid                                    1
genblk1.u_stage2_pooling.r_o_pooling      60
genblk1.u_stage2_pooling.row_delay         3
genblk1.u_stage2_pooling.row              15
genblk1.u_stage2_pooling.col              15
o_ot_fmap                                 60
-- cell type report --
class / count / area [um^2]
clock buffers: 475 / 9868
multi-input cells: 8972 / 75780
fillers: 50960 / 342200
diodes: 45 / 112.6
repair buffers: 652 / 5328
inverters: 211 / 792.0
clock inverters: 149 / 2062
flip-flops and latches: 3052 / 76410
well taps: 6942 / 8686
-- synth_stat cells (30+ instances only) --
cell       count  share of area
a2111o_1      38         0.0027
a2111oi_0    256          0.014
a21o_1        36         0.0017
a21oi_1      201         0.0064
a221oi_1      59         0.0033
a222oi_1      44         0.0028
a22o_1        34         0.0019
a22oi_1     1804          0.086
a31oi_1       32         0.0013
a32oi_1       30         0.0017
and2_1        30         0.0012
and3_1       900          0.036
and4_1        90         0.0050
buf_1         64         0.0015
buf_2        308         0.0098
buf_4         36         0.0017
clkbuf_1     841          0.020
dfrtp_1     3052           0.49
ha_1         198          0.016
inv_1        211         0.0050
mux2_2      2872           0.21
mux2i_1      109         0.0069
nand2_1      490          0.012
nand3_1      388          0.012
nand4_1      390          0.016
nor2_1       161         0.0038
nor2b_1       49         0.0019
nor3_1        35         0.0011
o21ai_0      130         0.0041
o22ai_1       57         0.0023
o32a_1       128         0.0081
-- power by group through the flow --
stage / logic [mW] / registers [mW] / clock network (mW)
global route: 11.1 / 8.66 / 5.42
CTS: 10.2 / 8.41 / 5.24
finish: 10.6 / 8.50 / 5.18
-- per-layer routing --
layer / up-vias / part of all wire
met1: 66000 / 0.37
met3: 2881 / 0.15
li1: 51730 / -
met4: 32 / 0.068
met2: 9817 / 0.41
met5: - / 0.00073
-- cell families after synthesis --
family                   Yosys count
multiplexers                    2982
flip-flops                      3052
AND/OR/NAND/NOR                 2735
adder cells (fa/ha/maj)          198
AND-OR/OR-AND                   3049
buffers and inverters           1472
XOR/XNOR                           8
-- cells in the final DEF (no fill, tap or decap), types with 28 or more instances in the layout --
| master | count |
|---|---|
| a221oi_1 | 59 |
| a21oi_1 | 198 |
| nand3_1 | 378 |
| nor2_4 | 90 |
| and3_1 | 899 |
| clkbuf_1 | 61 |
| a222oi_1 | 44 |
| clkinv_2 | 55 |
| a2111o_1 | 38 |
| nand2_1 | 459 |
| a2111oi_0 | 256 |
| nor2b_1 | 41 |
| a21o_1 | 36 |
| o32a_1 | 128 |
| a31oi_1 | 32 |
| ha_1 | 198 |
| o22ai_1 | 56 |
| inv_1 | 211 |
| clkdlybuf4s50_1 | 121 |
| clkbuf_16 | 350 |
| mux2i_1 | 109 |
| nand2b_1 | 28 |
| and4_1 | 90 |
| nor2_1 | 97 |
| o21ai_0 | 128 |
| nand2_2 | 30 |
| clkbuf_8 | 64 |
| nand4_1 | 390 |
| a32oi_1 | 30 |
| bufinv_16 | 39 |
| dfrtp_1 | 3037 |
| a22oi_1 | 1804 |
| mux2_2 | 2872 |
| buf_4 | 520 |
| diode_2 | 45 |
| a22o_1 | 32 |
Power is estimated from default activity; no workload was simulated.
