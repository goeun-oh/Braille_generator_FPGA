## flow/config.mk

```make
export PLATFORM = sky130hd
export DESIGN_NAME = stage3_compare_alpha
export DESIGN_NICKNAME = stage3_compare_alpha
export VERILOG_FILES = /design/flow/design.v
export SDC_FILE = /design/flow/constraint.sdc
export NUM_CORES = 4
export LEC_CHECK = 1
export CORE_UTILIZATION = 50
```

## flow/constraint.sdc

```tcl
current_design stage3_compare_alpha

set clk_period 5.0
set clk_io_pct 0.2

create_clock -name clk0 -period $clk_period [get_ports {clk}]

set non_clock_inputs [all_inputs -no_clocks]
set_input_delay [expr $clk_period * $clk_io_pct] -clock clk0 $non_clock_inputs
set_output_delay [expr $clk_period * $clk_io_pct] -clock clk0 [all_outputs]
```

## flow/design.v

```verilog
`timescale 1ns / 1ps
module stage3_top_cnn(
    input wire clk,
    input wire reset_n,
    input wire i_Relu_valid,
    input wire [3 * 34 - 1: 0] i_in_Relu,
    output o_valid,
    output [7:0] alpha,
    output [2:0] led
    );
    wire pool_valid;
    wire [3 * 34-1:0] w_pool;
    wire acc_valid;
    wire [3 * ((34 + 8) + $clog2((3 * (8 / 2) * (8 / 2))))-1:0] w_acc;
    wire core_valid;
    wire [3 * (((34 + 8) + $clog2((3 * (8 / 2) * (8 / 2)))) + 1) -1:0] w_core;
    stage3_max_pooling U_stage3_max_pooling(
    .clk(clk),
    .reset_n(reset_n),
    .i_Relu_valid(i_Relu_valid),
    .i_in_Relu(i_in_Relu),
    .o_ot_valid(pool_valid),
    .o_ot_pool(w_pool)
    );
    stage3_cnn_acc_ci U_stage3_cnn_acc_ci(
    .clk(clk),
    .reset_n(reset_n),
    .i_in_valid(pool_valid),
    .i_in_pooling(w_pool),
    .o_ot_valid(acc_valid),
    .o_ot_ci_acc(w_acc)
    );
    stage3_cnn_core U_stage3_cnn_core(
    .clk(clk),
    .reset_n(reset_n),
    .i_in_valid(acc_valid),
    .o_ot_ci_acc(w_acc),
    .o_ot_valid(core_valid),
    .o_ot_result(w_core)
    );
    stage3_compare_alpha U_stage3_compare_alpha(
        .clk(clk),
        .reset_n(reset_n),
        .i_in_valid(core_valid),
        .i_in_core(w_core),
        .o_alpha(alpha),
        .led(led),
        .o_valid(o_valid)
    );
endmodule
module stage3_compare_alpha (
    input clk,
    input reset_n,
    input i_in_valid,
    input [3 * (((34 + 8) + $clog2((3 * (8 / 2) * (8 / 2)))) + 1) -1:0] i_in_core,
    output reg [7:0] o_alpha,
    output reg [2:0] led,
    output o_valid
);
    localparam LATENCY = 1;
    reg signed [(((34 + 8) + $clog2((3 * (8 / 2) * (8 / 2)))) + 1) - 1:0] c_ot_result [0 : 3-1];
    reg  signed   [LATENCY - 1 : 0]         r_valid;
    always @(posedge clk or negedge reset_n) begin
        if(!reset_n) begin
            r_valid   <= 0;
        end else begin
            r_valid[LATENCY - 1]  <= i_in_valid;
        end
    end
    integer i;
    always @(posedge clk, negedge reset_n) begin
        if (!reset_n) begin
            for (i=0;i<3;i=i+1) begin
                c_ot_result[i] <= 0;
            end
        end else if (i_in_valid) begin
            for (i=0;i<3;i=i+1) begin
                c_ot_result[i] <= $signed(i_in_core [i*(((34 + 8) + $clog2((3 * (8 / 2) * (8 / 2)))) + 1)+:(((34 + 8) + $clog2((3 * (8 / 2) * (8 / 2)))) + 1)]);
            end
        end
    end
    always @(*) begin
        if ((c_ot_result[0] >= c_ot_result[1]) && (c_ot_result[0] >= c_ot_result[2])) begin
            o_alpha = 8'h61;
            led = 3'b100;
        end else if ((c_ot_result[1] >= c_ot_result[0]) && (c_ot_result[1] >= c_ot_result[2])) begin
            o_alpha = 8'h62;
            led = 3'b010;
        end else begin
            o_alpha = 8'h63;
            led = 3'b001;
        end
    end
    assign o_valid = r_valid[LATENCY - 1];
endmodule
```

## flow/run.sh

```bash
#!/bin/bash
# OpenROAD 26Q1-2900-gdf79404cd8, Yosys 0.63+post, stock flow scripts
make -C /OpenROAD-flow-scripts/flow DESIGN_CONFIG=/design/flow/config.mk WORK_HOME=/design/flow/orfs finish
```

==> reports/qor.csv <==
stage,metric,value,unit
power_and_ir_drop,sw power,0.992,mW
yosys,Post-Syn Instances,912,
yosys,Synth cell types,46,
power_and_ir_drop,Int Pwr,2.68,mW
detailed_routing,wire length on met3,709,µm
timing,final slew viol count,0,
yosys,Largest type area fraction,41.7,%
yosys,largest area contributor in the netlist,dfrtp_1,
power_and_ir_drop,clock power share,39.0,%
detailed_routing,TritonRoute pass-1 iters,7,
setup_path,R2R Path Start,c_ot_result[1][45]$_DFFE_PN0P_,
cts,CTS tree,built,
detailed_routing,total length of routed wires,20300,µm
cells_and_area,filler instances,1402,
place,Final GP Congestion,0.870,
cells_and_area,most frequent logic cell in the layout,clkdlybuf4s50_1,
place,detailed placement HPWL,15200,µm
power_and_ir_drop,sequential power share,37.5,%
yosys,Syn Std Cell Area,8870,µm²
floorplanning,FP Core Util,51.3,%
detailed_routing,max layer used,met4,
setup_path,Critical Path Sink Type,primary output,
global_routing,GRT overflow,0,
floorplanning,Chip Area,18300,µm²
yosys,Async SR Flop Fraction,100,%
timing,Max-slew headroom,54.3,%
power_and_ir_drop,worst IR drop on VDD,0.297,mV
setup_path,RR Endpoint,c_ot_result[1][45]$_DFFE_PN0P_,
cells_and_area,most frequent cells in the layout,"clkdlybuf4s50_1, dfrtp_1, ha_1",
detailed_routing,via count,6824,
cts,Root Buffer,clkbuf_16,
timing,Fin. Hold Viols,0,
power_and_ir_drop,P_leak,5.35,nW
cells_and_area,layout cell share with drive strength beyond 1,8.40,%
cts,H-tree depth,4,
floorplanning,die width,135,µm
setup_path,Critical Path AT,3630,ps
floorplanning,row cnt,48,
setup_path,critical path peak fanout,5,
timing,RSZ-0062 raised after global routing,false,
setup_path,R2R cell count,1,
cts,hold-fix buffer count after cts,0,
global_routing,Tot GR Track Use,24.6,%
worst_hold_path,Hold Crit Class,reg -> reg,
cts,clk slew on worst S/H paths,60,ps
global_routing,largest net degree at the start of global routing,144,
timing,Worst Skew,0,ps
detailed_routing,Vias/cell,5.27,
flow_run,maxcap violations,0,
floorplanning,Die H,135,µm
detailed_routing,# DRC,0,
cts,Clock Sinks,148,
cts,clk buf depth,2,
place,port bufs,155,
cts,Post-CTS Setup Bufs,0,
timing,Slew @ Worst Pin,685,ps
yosys,Flops after synth,148,
power_and_ir_drop,power per cell area,326,nW/µm²
yosys,ys cells,912,
detailed_routing,remaining antenna violation count after routing,0,
detailed_routing,routed len/inst,15.7,µm
yosys,"Top FF cell, synth",dfrtp_1,
yosys,Yosys chip area,8870,µm²
floorplanning,CORE AREA,17300,µm²
power_and_ir_drop,sw frac,27.0,%
power_and_ir_drop,Overall Power,3.67,mW
setup_path,critical path class,reg -> out,
detailed_routing,met2 WL,9240,µm
yosys,"Seq share, synth",41.7,%
global_routing,number of global-route vias before repair,6823,
global_routing,antenna violations before repair,0,
yosys,Post-synth EDFFs,0,
worst_hold_path,hold path depth,1,
detailed_routing,diodes inserted,0,
detailed_routing,Iter 0 DRT Violations,334,
setup_path,flop-to-flop setup slack,4190,ps
setup_path,Worst Setup SP,c_ot_result[0][4]$_DFFE_PN0P_,
yosys,Mean Syn Cell Area,9.73,µm²
flow_run,OpenROAD warnings,30,
cts,post-cts resize count,0,
cts,Worst-Skew Late Latency,420,ps
yosys,yosys warns,2,
timing,Max Fclk,0.216,GHz
timing,Total Neg Setup Slack,0,ps
cells_and_area,Synth-to-Final Area Change,27.2,%
yosys,Top cells by area,"dfrtp_1, ha_1, o21ai_0",
timing,Final min period,4630,ps
setup_path,Setup crit end,led[2],
detailed_routing,Metal-1 WL,10200,µm
timing,"Setup violations, final",0,
floorplanning,Boundary Pins,162,
setup_path,Startpoint Class,flop,
cts,TritonCTS buffer count,17,
timing,cycle use final,92.7,%
power_and_ir_drop,Comb pwr share,23.5,%
setup_path,"Req. time, crit path",4000,ps
status,outcome,"finished, final reports clean",
global_routing,first-pass GRT wire length,33900,µm
==> critical path, cell delays in order, from the launching register on <==
cell             delay (ps)
dfrtp_1                 350
inv_1                    60
ha_1                    320
a21oi_1                 140
o21ai_1                 110
a2111oi_1               540
o31ai_1                 200
a211oi_2                230
xor2_1                  120
a221oi_2                490
clkdlybuf4s50_1         650
==> per-stage QoR <==
step	instance area [µm²]	util, %	std cells	setup slack, ps	hold slack (ps)
finish	11300	65.3	1296	365	547
global route	11300	65.3	1296	82.5	571
CTS	11300	65.2	1296	331	554
detailed placement	10600	61.4	1265	790	539
global placement	10600	61.4	1265	820	526
floorplan	8890	-	916	1740	512
==> area by class of cell <==
class | instances | area (µm²) | area share (%)
Inverter | 103 | 387 | 3.43
Sequential cell | 148 | 3700 | 32.8
Multi-Input combinational cell | 632 | 4650 | 41.2
Clock inverter | 9 | 173 | 1.53
Timing Repair Buffer | 157 | 1590 | 14.1
Clock buffer | 22 | 494 | 4.38
Tap cell | 225 | 282 | 2.49
==> synthesized netlist by cell type (all sizes together), types with 3 or more instances <==
cell      n
a221oi    6
ha      147
a21o     18
dfrtp   148
o21ai   116
nand4    27
nand3    19
nand2   128
nor4      4
nor3      7
inv     103
buf       8
mux2     49
nor2     14
and4      5
a211oi    7
a31oi     3
clkbuf   25
a221o     4
a21oi    48
==> power by group through the flow <==
| stage | Clock, mW | Sequential, mW | Combinational [mW] |
|---|---|---|---|
| 4_1_cts | 1.46 | 1.38 | 0.871 |
| 5_1_grt | 1.51 | 1.39 | 0.993 |
| 6_report | 1.43 | 1.38 | 0.863 |
==> cell families after synthesis <==
kind of cell	Yosys count	share of synthesized area (%)
buffers and inverters	136	6.01
and+or+nand+nor	215	11.0
other	2	0.0846
AOI/OAI and AO/OA	214	14.1
muxes	49	6.22
xor gates and xnor gates	1	0.0987
adders and majority gates	147	20.7
DFF	148	41.7
==> routing by layer <==
layer  track usage [%]  vias to the layer above
li1                  -                     3482
met1              39.8                     3207
met2              38.3                      121
met3              2.94                       14
met4              2.43                        0
met5                 0                        -
==> how the worst min path moves through the flow <==
| stage | startpoint | end |
|---|---|---|
| 6_report | c_ot_result[1][10]$_DFFE_PN0P_ | c_ot_result[1][10]$_DFFE_PN0P_ |
| 5_1_grt | c_ot_result[1][5]$_DFFE_PN0P_ | c_ot_result[1][5]$_DFFE_PN0P_ |
| 4_1_cts | c_ot_result[1][10]$_DFFE_PN0P_ | c_ot_result[1][10]$_DFFE_PN0P_ |
==> sequential cells by signal, summed over array words and instances, names as in the netlist <==
signal       flops
r_valid          1
c_ot_result    147
No activity file was given, so power comes from the tool's default toggle rates.
