### ./config.mk
export PLATFORM = sky130hd
export DESIGN_NAME = stage3_max_pooling
export DESIGN_NICKNAME = stage3_max_pooling
export VERILOG_FILES = /design/flow/design.v
export SDC_FILE = /design/flow/constraint.sdc
export NUM_CORES = 4
export LEC_CHECK = 1
export CORE_UTILIZATION = 40
### ./run.sh
#!/bin/bash
# OpenROAD 26Q1-2900-gdf79404cd8, Yosys 0.63+post, stock flow scripts
make -C /OpenROAD-flow-scripts/flow DESIGN_CONFIG=/design/flow/config.mk WORK_HOME=/design/flow/orfs finish
### ./design.v
 `timescale 1ns / 1ps
module stage3_line_buffer (
    input clk,
    input reset_n,
    input              i_in_valid,
    input [34-1:0] i_in_pixel,
    output                              o_window_valid,
    output [2*2*34-1:0] o_window
);
    reg [$clog2(8)-1:0] x_cnt, x_cnt_d;
    reg [$clog2(8)-1:0] y_cnt, y_cnt_d;
    reg [34-1:0] line_buf[0:2-1][0:8-1];   
    always @(posedge clk or negedge reset_n) begin
        if (!reset_n) begin
            x_cnt <= 0;
            y_cnt <= 0;
        end else if (i_in_valid) begin
            if (x_cnt == 8 - 1) begin
                x_cnt <= 0;
                if (y_cnt == 8 - 1) begin
                    y_cnt <= 0;
                end else begin
                    y_cnt <= y_cnt + 1;
                end
            end else begin
                x_cnt <= x_cnt + 1;
            end
        end
    end
    always @(posedge clk or negedge reset_n) begin
        if (!reset_n) begin
            x_cnt_d <= 0;
            y_cnt_d <= 0;
        end else begin
            x_cnt_d <= x_cnt;
            y_cnt_d <= y_cnt;
        end
    end
    always @(posedge clk) begin
        if (i_in_valid) begin
            line_buf[0][x_cnt] <= line_buf[1][x_cnt];  
            line_buf[1][x_cnt] <= i_in_pixel;   
        end
    end
    reg [2*2*34-1:0] r_window;
    reg [34-1:0] r_o_window [0:2-1][0:2-1];
    integer wy, wx;
    always @(posedge clk or negedge reset_n) begin
        if (!reset_n) begin
            r_window <= 0;
        end else begin
            if (x_cnt_d >= 2 - 1 && y_cnt_d >= 2-1) begin
                for (wy = 0; wy < 2; wy = wy + 1) begin
                    for (wx = 0; wx < 2; wx = wx + 1) begin
                        r_window[(wy*2 + wx)*34 +: 34] <=line_buf[wy][x_cnt_d-(2-1)+wx];
                        r_o_window [wy][wx] <= line_buf[wy][x_cnt_d-(2-1)+wx];
                    end
                end
            end
        end
    end
    reg r_window_valid;
    reg w_in_valid;
    always @(posedge clk, negedge reset_n) begin
        if(!reset_n) begin
            w_in_valid <=0;
        end else begin
            w_in_valid <= i_in_valid;
        end
    end
    always @(posedge clk or negedge reset_n) begin
        if (!reset_n) begin
            r_window_valid <= 0;
        end else if (w_in_valid
            && x_cnt_d >= (2-1) && y_cnt_d >= (2-1)
            && (((x_cnt_d - (2-1)) % 2) == 0)
            && (((y_cnt_d - (2-1)) % 2) == 0)
        ) begin
            r_window_valid <= 1;
        end else begin
            r_window_valid <= 0;
        end
    end
    reg [34-1:0] d_window [0:2*2-1];
    integer i;
    always @(posedge clk or negedge reset_n) begin
        if (!reset_n) begin
            for (i=0;i<2 * 2;i = i+1) begin
                d_window[i] = 0;
            end
        end else if (r_window) begin
            for (i=0;i<2 * 2;i = i+1) begin
                d_window[i] = r_window[i*34 +: 34];
            end
        end
    end
    assign o_window = r_window;
    assign o_window_valid = r_window_valid;
endmodule
`timescale 1ns / 1ps
module stage3_max_pooling(
    input wire clk,
    input wire reset_n,
    input wire i_Relu_valid,
    input wire [3 * 34 - 1: 0] i_in_Relu,
    output wire o_ot_valid,
    output wire [3 * 34-1:0] o_ot_pool
    );
    localparam LATENCY = 2;
    wire [3-1 : 0] w_ot_valid;
    wire [3 * 2*2*34-1:0] w_ot_window;
    wire [3 * 34-1:0] w_ot_pool;
    reg  [3 * 34-1:0] w_ot_flat;
    reg r_pooling_valid;
wire    [LATENCY-1 : 0] 	ce;
reg     [LATENCY-1 : 0] 	r_valid;
always @(posedge clk or negedge reset_n) begin
    if(!reset_n) begin
        r_valid   <= 0;
    end else begin
        r_valid[LATENCY-2]  <= &w_ot_valid;
        r_valid[LATENCY-1]  <= r_valid[LATENCY-2];
    end
end
assign	ce = r_valid;
    genvar line_inst;
    generate
        for (line_inst = 0; line_inst < 3 ; line_inst = line_inst + 1) begin
            wire [34 - 1: 0] w_in_pixel = i_in_Relu[line_inst * 34 +: 34];
            stage3_line_buffer U_line_buffer(
                .clk(clk),
                .reset_n(reset_n),
                .i_in_valid(i_Relu_valid),
                .i_in_pixel(w_in_pixel),
                .o_window_valid(w_ot_valid[line_inst]),
                .o_window(w_ot_window[line_inst * 2 * 2 * 34 +: 2 * 2 * 34])
            );
        end
    endgenerate
    genvar pool_inst;
    generate
        for (pool_inst = 0; pool_inst < 3 ; pool_inst = pool_inst + 1) begin
            stage3_max_pool_2x2 U_max_pool (
                .i00(w_ot_window[pool_inst * 2 * 2 * 34 +: 34]),
                .i01(w_ot_window[(pool_inst * 2 * 2 + 1) * 34 +: 34]),
                .i10(w_ot_window[(pool_inst * 2 * 2 + 2) * 34 +: 34]),
                .i11(w_ot_window[(pool_inst * 2 * 2 + 3) * 34 +: 34]),
                .o_max(w_ot_pool[pool_inst * 34 +: 34])
            );
        end
    endgenerate
    reg [3 * 34-1:0] r_pool_result;
    always @(posedge clk or negedge reset_n) begin
        if (!reset_n) begin
            r_pool_result <= 0;
        end else if (&w_ot_valid) begin
            r_pool_result <= w_ot_pool;
        end 
    end
    reg [34 -1 : 0]r_o_ot_flat [0:2];
    integer i;
    always @(posedge clk, negedge reset_n) begin
        if (!reset_n) begin
            w_ot_flat <= 0;
            r_pooling_valid <= 0;
        end else if (r_valid[LATENCY-2]) begin
            w_ot_flat <= r_pool_result;
        end 
    end
    assign o_ot_pool = w_ot_flat;
    assign o_ot_valid = r_valid[LATENCY-1];
endmodule
module stage3_max_pool_2x2 (
    input  [34-1:0] i00, i01, i10, i11,
    output [34-1:0] o_max
);
    wire [34-1:0] max0 = ($signed(i00) > $signed(i01)) ? i00 : i01;
    wire [34-1:0] max1 = ($signed(i10) > $signed(i11)) ? i10 : i11;
    assign o_max = ($signed(max0) > $signed(max1)) ? max0 : max1;
endmodule
### ./constraint.sdc
current_design stage3_max_pooling

set clk_period 22.4
set clk_io_pct 0.2

create_clock -name clk0 -period $clk_period [get_ports {clk}]

set non_clock_inputs [all_inputs -no_clocks]
set_input_delay [expr $clk_period * $clk_io_pct] -clock clk0 $non_clock_inputs
set_output_delay [expr $clk_period * $clk_io_pct] -clock clk0 [all_outputs]
==> metrics.cfg <==
[outcome]
status = complete, no violations

[layout]
stdcell_area_um2 = 133000
drive_gt1_share_pct = 23.5
layout_top_cells = edfxtp_1, nand2_1, mux4_2
syn2layout_area_growth_pct = 12.4
fin_cells = 12500
lay_top_count = edfxtp_1

[global_route]
grt.overflow.total = 0
grt_antenna_before_repair = 33
groute.usage.overall_pct = 23.3
met3_usage_pct = 13.7
grtUsageMet2_pct = 35.3
grt_pass1_wl_um = 484000
grt.busiest_layer = met2
grt_pass1_vias = 77800
grt_use_met1_pct = 29.1
grt_max_degree = 118

[sta]
worst_slew_pin_slew_ns = 0.982
rsz0062_at_grt = false
period_needed_ns = 6.93
setup_viol = 0
finalMaxSlewViolations = 0
fin_crit_sh_pct = 31.0
fin_skew_ns = 0.0736
fmax_ghz = 0.144
slew_headroom_pct = 34.3
finalHoldViolCount = 0
fin_tns_setup_ns = 0

[worst_setup_path]
slowest_delay_ns = 0.68
worstPathCellList = ha_1, buf_4, nand4_1, nor4_1, buf_4, a21boi_0, or2_2, buf_4, o22ai_1, a31oi_1, ha_1, and4_1, a221oi_1, o22ai_1, or3_1, a211oi_2, buf_4, nand2b_1, buf_4, o221ai_1
path_class = flop to flop
critPathLaunchType = flop
endpoint_kind = flop
cpLargestDelayFamily = AND-OR/OR-AND gates
arrival_ns = 7.62
critPathRequiredTime_ns = 23.09
cpMostUsedCell = buf_4
critPathSlowestCell = a221oi_1
cp.buffers_inverters = 5
crit_fanout = 39

[yosys]
syn_area_per_cell_um2 = 14.3
synth-area-yosys_um2 = 118000
area_leaders = edfxtp_1, mux4_2, dfrtp_1, nand2_1, ha_1
enable_flop_cells = 1632
ys_cells = 8282
syn_inst = 8282
syn_area_um2 = 118000
synth_sequential_area_ratio_pct = 55.3
top_area_cell = edfxtp_1
ff_type = edfxtp_1
ys.flops = 2286
ys_warn_count = 4
async_flop_share_pct = 28.6
synthDistinctLibCells = 66
synth.top_cell.area_share_pct = 41.5

[cts]
cts-root-buf = clkbuf_16
cts_resized = 0
cts.sinks = 2286
clk_pin_slew_ns = 0.06
cts_buffer_depth = 4
cts_setup_buffers = 0
cts_max_level = 4
holdBufCountCts = 0
tritoncts = built
clk_latency_ns = 0.93
cts_inserted_buffers = 243

[run]
warnings = 56
cap_violations = 0

[floorplan]
die_h_um = 545
die_w_um = 545
io-pin-count = 208
chipArea_um2 = 298000
fp-row-count = 199
fp-utilization_pct = 40.2
core_region_area_um2 = 294000

[detailed_routing]
drt-total-wl_um = 319000
drc = 0
viasPerCell = 5.87
dr.pass1.iters = 25
drt_iter0_drc = 4568
vias = 73100
wire_per_inst_um = 25.6
ant_nets = 0

[placed_design]
dpl_cell_area_um2 = 125000
io_buffer_count = 207
globalplace.congestion = 0.914
dp_hpwl_um = 205000
dp_cells = 12000

[worst_hold_path]
hp-class = flop to flop

==> stage by stage <==
stage | hold WS (ns) | util [%] | setup slack (ns)
6_report | 0.401 | 45.2 | 15.47
5_1_grt | 0.416 | 45.2 | 15.22
4_1_cts | 0.403 | 45.2 | 15.66
3_5_place_dp | 0.389 | 42.4 | 14.86
3_3_place_gp | 0.385 | 42.4 | 14.91
2_1_floorplan | 0.372 | - | 15.48
==> per-layer routing <==
layer | vias up | part of all wire (%)
met5 | - | 0.12
met4 | 38 | 3.6
met3 | 622 | 13
met1 | 36300 | 35
met2 | 3707 | 47
li1 | 32400 | -
==> area by class of cell <==
cell class | count | area [µm²]
repair buffers | 379 | 3480
fillers | 25100 | 161000
diodes | 10 | 25.0
well taps | 3919 | 4900
clock buffers | 313 | 6640
multi-input cells | 5097 | 49700
flip-flops and latches | 2286 | 65400
clock inverters | 136 | 1470
inverters | 313 | 1180
==> path summary, 6_finish.rpt <==
kind	from	endpoint	slack, ns	cells past startpoint
max in group asynchronous	reset_n	r_pool_result[7]	15.91	5
max	genblk1[1].U_line_buffer.r_window[101]	r_pool_result[60]	15.47	20
min reg2reg	genblk1[2].U_line_buffer.y_cnt[1]	genblk1[2].U_line_buffer.y_cnt_d[1]	0.40	0
min	genblk1[2].U_line_buffer.y_cnt[1]	genblk1[2].U_line_buffer.y_cnt_d[1]	0.40	0
max reg2reg	genblk1[1].U_line_buffer.r_window[101]	r_pool_result[60]	15.47	20
min in group asynchronous	reset_n	r_pool_result[67]	3.57	1
==> sequential cells by signal (all words and copies together) (netlist names), 9 cells and up <==
register,count
genblk1.U_line_buffer.x_cnt_d,9
genblk1.U_line_buffer.line_buf,1632
genblk1.U_line_buffer.y_cnt_d,9
genblk1.U_line_buffer.r_window,408
genblk1.U_line_buffer.y_cnt,9
w_ot_flat,102
genblk1.U_line_buffer.x_cnt,9
r_pool_result,102
==> cells in the mapped netlist (5+ instances only) <==
master,instances
inv_1,307
o22ai_1,31
a211oi_1,19
nand3_1,44
o21ai_0,539
nor2_1,55
nand4_1,47
buf_2,25
nand2_1,1304
a221oi_1,10
clkinv_1,5
o31ai_1,10
a31oi_1,34
nand2b_1,10
o211ai_1,46
buf_1,125
nor4_1,9
o221ai_1,63
clkbuf_1,433
and2_1,18
mux2i_1,344
mux4_2,1022
and3_1,13
o2111ai_1,37
and4_1,9
dfrtp_1,654
nor3_1,46
a21oi_1,544
mux2_2,311
a21o_1,19
xnor2_1,6
ha_1,339
nor2b_1,12
a211o_1,5
edfxtp_1,1632
or2_2,36
o21bai_1,36
o211a_1,33
==> logic make-up (layout without fill, tap and decap cells) <==
| kind of cell | Yosys count | after routing | share of synthesized area (%) |
|---|---|---|---|
| AND-OR/OR-AND | 1454 | 1454 | 7.09 |
| XOR/XNOR | 6 | 6 | 0.0445 |
| adder cells (fa/ha/maj) | 339 | 339 | 3.59 |
| buffers and inverters | 899 | 1141 | 2.90 |
| flip-flops | 2286 | 2286 | 55.3 |
| multiplexers | 1678 | 1678 | 25.4 |
| other | 0 | 10 | 0 |
| AND/OR/NAND/NOR | 1620 | 1620 | 5.65 |
