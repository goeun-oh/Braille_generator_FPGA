**/design/flow/design.v**
```verilog
`timescale 1ns / 1ps
module cnn_core #(
    parameter I_F_BW = 8,
    parameter KX = 5,
    parameter KY = 5,
    parameter IX = 28,
    parameter W_BW = 8,
    parameter B_BW = 16,   
    parameter CI = 1,
    parameter CO = 3,
    parameter AK_BW = 21,
    parameter ACI_BW = 21,
    parameter O_F_BW = 20,
    parameter AB_BW   = 21,
    parameter AR_BW = 20
) (
    input                           clk,
    input                           reset_n,
    input [CO*CI*KX*KY*W_BW-1 : 0] i_cnn_weight,
    input [         CO*B_BW-1 : 0] i_cnn_bias,
    input                           i_in_valid,
    input  [          I_F_BW-1 : 0] i_in_fmap,
    output                          o_ot_valid,
    output [       CO*O_F_BW-1 : 0] o_ot_fmap
);
    localparam LATENCY = 1;
    wire [LATENCY-1 : 0] ce;
    reg  [LATENCY-1 : 0] r_valid;
    wire [     CO-1 : 0] w_ot_valid;
    always @(posedge clk or negedge reset_n) begin
        if (!reset_n) begin
            r_valid <= {LATENCY{1'b0}};
        end else begin
            r_valid[LATENCY-1] <= &w_ot_valid;
        end
    end
    assign ce = r_valid;
    wire [KX*KY*I_F_BW-1 : 0] w_window;
    wire                     w_window_valid;
    genvar lb_ci;
    generate
    for (lb_ci = 0; lb_ci < CI; lb_ci = lb_ci + 1) begin : gen_line_buffer
        line_buffer #(
        .KX(KX), .KY(KY), .I_F_BW(I_F_BW)
        ) u_line_buffer (
        .clk        (clk),
        .reset_n    (reset_n),
        .i_in_valid    (i_in_valid),
        .i_in_pixel    (i_in_fmap),  
        .o_window_valid    (w_window_valid),
        .o_window   (w_window)
        );
    end
    endgenerate
    wire [         CO-1 : 0] w_in_valid;
    wire signed [CO*(ACI_BW)-1 : 0] w_ot_kernel_acc;
    genvar co_inst;
    generate
        for (
            co_inst = 0; co_inst < CO; co_inst = co_inst + 1
        ) begin : gen_co_kernel
            wire signed   [KX*KY*W_BW-1 : 0]  	w_cnn_weight 	= i_cnn_weight[co_inst*KY*KX*W_BW +: KY*KX*W_BW];
            cnn_kernel u_cnn_kernel (
                .clk         (clk),
                .reset_n     (reset_n),
                .i_cnn_weight(w_cnn_weight),
                .i_in_valid  (w_window_valid),
                .i_in_fmap (w_window),
                .o_ot_valid  (w_ot_valid[co_inst]),
                .o_ot_kernel_acc (w_ot_kernel_acc[co_inst*(ACI_BW)+:(ACI_BW)])
            );
        end
    endgenerate
    reg signed [CO*AR_BW-1 : 0] r_add_bias;
    genvar add_idx;
    generate
        for (
            add_idx = 0; add_idx < CO; add_idx = add_idx + 1
        ) begin : gen_add_bias
            wire signed [AB_BW-1:0] bias_sum;
            assign bias_sum = $signed(w_ot_kernel_acc[add_idx*(ACI_BW) +: ACI_BW]) + $signed(i_cnn_bias[add_idx*B_BW +: B_BW]);
            always @(posedge clk or negedge reset_n) begin
                if (!reset_n) begin
                    r_add_bias[add_idx*AR_BW+:AR_BW] <= 0;
                end else if (&w_ot_valid) begin
                    r_add_bias[add_idx*AR_BW +: AR_BW] <= (bias_sum >=0)? bias_sum[AR_BW:0] : 0;
                end
            end
        end
    endgenerate
    assign o_ot_valid = r_valid[LATENCY-1];
    assign o_ot_fmap  = r_add_bias;
    integer ch;
    integer j;
    integer k;
    reg signed [ACI_BW-1:0] reg_ex_bias[0:CO-1];
    always @(posedge clk) begin
        for (ch=0; ch<CO; ch=ch+1)begin
            reg_ex_bias[ch] <= $signed(w_ot_kernel_acc[ch*ACI_BW +: ACI_BW]);
        end
    end
endmodule
`timescale 1ns / 1ps
module cnn_kernel #(
    parameter KX = 5,   
    parameter KY = 5,   
    parameter I_F_BW = 8,   
    parameter W_BW = 8,   
    parameter B_BW = 16,   
    parameter AK_BW = 21,   
    parameter M_BW = 16  
)(
    input clk,
    input reset_n,
    input [KX*KY*W_BW-1 : 0] i_cnn_weight,
    input i_in_valid,
    input [KX*KY*I_F_BW-1 : 0] i_in_fmap,
    output o_ot_valid,
    output signed [AK_BW-1 : 0] o_ot_kernel_acc
);
    localparam LATENCY = 3;
    wire [LATENCY-1 : 0] ce;
    reg  [LATENCY-1 : 0] r_valid;
    always @(posedge clk or negedge reset_n) begin
        if (!reset_n) begin
            r_valid <= {LATENCY{1'b0}};
        end else begin
            r_valid[LATENCY-2] <= i_in_valid;
            r_valid[LATENCY-1] <= r_valid[LATENCY-2];
        end
    end
    assign ce = r_valid;
    wire [KY*KX*M_BW-1 : 0] mul;
    reg [KY*KX*M_BW-1 : 0] r_mul;
    genvar mul_idx;
    generate
        for (
            mul_idx = 0; mul_idx < KY * KX; mul_idx = mul_idx + 1
        ) begin : gen_mul
            assign  mul[mul_idx * M_BW +: M_BW]   =$signed({1'b0, i_in_fmap[mul_idx * I_F_BW +: I_F_BW]}) * $signed(i_cnn_weight[mul_idx * W_BW +: W_BW]);
            always @(posedge clk or negedge reset_n) begin
                if (!reset_n) begin
                    r_mul[mul_idx*M_BW+:M_BW] <= 0;
                end else if (i_in_valid) begin
                    r_mul[mul_idx*M_BW+:M_BW] <= $signed(mul[mul_idx*M_BW+:M_BW]);
                end
            end
        end
    endgenerate
    reg signed [M_BW-1:0] reg_r_mul [0:KY-1][0:KX-1];
    integer k;
    integer j;
    always @(posedge clk) begin
        if(i_in_valid)begin
            for (k= 0; k < KY; k = k + 1) begin
                for (j= 0; j < KX; j = j + 1) begin
                    reg_r_mul[k][j] <= $signed(r_mul[(k*KY+j)*M_BW +: M_BW]);
                end
            end
        end
    end
    reg signed [AK_BW-1 : 0] acc_kernel;
    reg signed [AK_BW-1 : 0] r_acc_kernel;
    integer               acc_idx;
    generate
        always @(*) begin
            acc_kernel[0+:AK_BW] = 0;
            for (acc_idx = 0; acc_idx < KY * KX; acc_idx = acc_idx + 1) begin
                acc_kernel[0 +: AK_BW] = $signed(acc_kernel[0 +: AK_BW]) + $signed(r_mul[acc_idx*M_BW +: M_BW]);
            end
        end
    endgenerate
    always @(posedge clk or negedge reset_n) begin
        if (!reset_n) begin
            r_acc_kernel[0+:AK_BW] <= 0;
        end else if (ce[LATENCY-2]) begin
            r_acc_kernel[0+:AK_BW] <= $signed(acc_kernel[0+:AK_BW]);
        end
    end
    reg [W_BW-1:0] reg_weight [0:KY-1][0:KX-1];
    always @(posedge clk) begin
        for (k= 0; k < KY; k = k + 1) begin
            for (j= 0; j < KX; j = j + 1) begin
                reg_weight[k][j] <= i_cnn_weight[(k*KY+j)*W_BW +: W_BW];
            end
        end
    end
    reg [I_F_BW-1:0] reg_i_fmap [0:KY-1][0:KX-1];
    always @(posedge clk) begin
        if(i_in_valid)begin
            for (k= 0; k < KY; k = k + 1) begin
                for (j= 0; j < KX; j = j + 1) begin
                    reg_i_fmap[k][j] <= i_in_fmap[(k*KY+j)*I_F_BW +: I_F_BW];
                end
            end
        end
    end
    assign o_ot_valid = r_valid[LATENCY-1];
    assign o_ot_kernel_acc = r_acc_kernel;
endmodule
`timescale 1ns/1ps
module line_buffer #(
    parameter I_F_BW =8,
    parameter IX = 28,
    parameter IY = 28,
    parameter KX = 5,
    parameter KY = 5
)(
    input clk,
    input reset_n,
    input i_in_valid,
    input [I_F_BW-1:0] i_in_pixel,
    output o_window_valid,
    output [KX*KY*I_F_BW-1:0] o_window
);
    parameter LATENCY = 2;
    reg [$clog2(IX)-1:0] x_cnt;
    reg [$clog2(IY)-1:0] y_cnt;
    integer i;
    integer j;
    reg [I_F_BW-1:0] r_line_buf;
    reg flag;
    always @(posedge clk or negedge reset_n) begin
        if (!reset_n) begin
            x_cnt <=0;
            y_cnt <=0;
            flag <=0;
        end else if (i_in_valid) begin
            if (x_cnt == IX-1) begin
                x_cnt <=0;
                flag <=1;
                if (y_cnt <= IY-1) begin
                    y_cnt <= y_cnt + 1;
                end
            end else begin
                flag <=0;
                x_cnt <= x_cnt + 1;
            end
        end 
    end
    reg [I_F_BW-1:0] line_buf[0:KY-1][0:IX-1];   
    always @(posedge clk) begin
        if(i_in_valid) begin
            for (i=0; i < KY-1; i = i+1) begin
                line_buf[i][x_cnt] <= line_buf[i+1][x_cnt];
            end
            line_buf[KY-1][x_cnt] <= i_in_pixel;
        end
    end
    reg [KX*KY*I_F_BW-1:0] r_window;   
    assign o_line_buf = r_line_buf;
    reg r_window_valid;
    reg [LATENCY-1:0] shift_window_valid;
    reg [$clog2(IX)-1:0] window_x_cnt;
    reg [$clog2(IY)-1:0] window_y_cnt;
    integer wy, wx;
    always @(posedge clk or negedge reset_n) begin
        if(!reset_n) begin            
            for (wy =0; wy <KY; wy = wy + 1) begin
                for (wx =0; wx <KX; wx = wx +1) begin
                    r_window[(wy*KX + wx)*I_F_BW +: I_F_BW] =0;
                end
            end            
        end else begin
            for (wy =0; wy <KY; wy = wy + 1) begin
                if(window_x_cnt >= KX-1 ) begin
                    for (wx =0; wx <KX; wx = wx +1) begin
                        r_window[(wy*KX + wx)*I_F_BW +: I_F_BW] =line_buf[wy][window_x_cnt-(KX-1- wx)];
                    end
                end
            end            
        end
    end
    always @(posedge clk or negedge reset_n) begin
        if(!reset_n) begin
            r_window_valid <=0;
        end else begin
            if(x_cnt >= KX -1 && y_cnt >= KY-1) begin
                r_window_valid <= 1;
            end else if (window_x_cnt == IX -1 && window_y_cnt == IY -KY) begin
                r_window_valid <=0;
            end
        end
    end
    always @(posedge clk or negedge reset_n) begin
        if(!reset_n) begin
            window_x_cnt <=0;
            window_y_cnt <=0;
        end else begin
            if(r_window_valid) begin
                if(window_x_cnt == IX-1) begin
                    window_x_cnt <= 0; 
                    if(window_y_cnt == IY-1) begin
                        window_y_cnt <= 0;
                    end else begin
                        window_y_cnt <= window_y_cnt +1;
                    end
                end else begin
                    window_x_cnt <= window_x_cnt + 1;
                end
            end
        end
    end
    reg  [LATENCY-1 : 0] r_wait_valid;
    always @(posedge clk or negedge reset_n) begin
        if (!reset_n) begin
            r_wait_valid <= {LATENCY{1'b0}};
        end else begin
            r_wait_valid[LATENCY-1] <= (window_x_cnt >= KX-1);
        end
    end
    integer k;
    reg [I_F_BW-1:0] result_window [0:KY-1][0:KX-1];
    always @(posedge clk) begin
        if (r_wait_valid[LATENCY-1]) begin
            for (k= 0; k < KY; k = k + 1) begin
                for (j= 0; j < KX; j = j + 1) begin
                    result_window[k][j] <= o_window[(k*KX+j)*I_F_BW +: I_F_BW];
                end
            end
        end
    end
    assign o_window = r_window;
    assign o_window_valid =  r_wait_valid[LATENCY-1] ;
endmodule
```
**/design/flow/run.sh**
```bash
#!/bin/bash
# OpenROAD 26Q1-2900-gdf79404cd8, Yosys 0.63+post, stock flow scripts
make -C /OpenROAD-flow-scripts/flow DESIGN_CONFIG=/design/flow/config.mk WORK_HOME=/design/flow/orfs finish
```
**/design/flow/config.mk**
```make
export PLATFORM = sky130hd
export DESIGN_NAME = cnn_core
export DESIGN_NICKNAME = cnn_core
export VERILOG_FILES = /design/flow/design.v
export SDC_FILE = /design/flow/constraint.sdc
export NUM_CORES = 4
export LEC_CHECK = 1
export CORE_UTILIZATION = 30
```
**/design/flow/constraint.sdc**
```tcl
current_design cnn_core

set clk_period 67.6
set clk_io_pct 0.2

create_clock -name clk0 -period $clk_period [get_ports {clk}]

set non_clock_inputs [all_inputs -no_clocks]
set_input_delay [expr $clk_period * $clk_io_pct] -clock clk0 $non_clock_inputs
set_output_delay [expr $clk_period * $clk_io_pct] -clock clk0 [all_outputs]
```
==> summary.txt <==
yosys + openroad results -> worst path cell trace=clkdlybuf4s50_1 > inv_1 > fa_1 > fa_1 > inv_1 > fa_1 > inv_1 > fa_1 > inv_1 > ha_1 > o21ai_0 > a21oi_1 > o21ai_0 > a21boi_0 > o211ai_1 > nand4_1 > or4b_2, Startpoint Class=primary input, mapped cell area=373000 µm², CTS root buf=clkbuf_16, CTS Hold Bufs=0, YS chip area=373000 µm², DR vias/cell=5.33, CP Data Arrival Time=18.79 ns, Yosys warning total=10, Routed wire per std cell=33.4 µm, Worst Skew=0.135 ns, Avg Cell Area, Syn=9.89 µm², Worst EP required=68.58 ns, Num Clock Sinks=2668, clock latency (worst-skew pair)=1.21 ns, CTS tree=built, ys flop type=dfrtp_1, tool warnings=106, CTS H-tree lvls=5, Vias=295k, cell row count=409, crit path kind=in2reg, final tally of setup violations=0, ratio of cells with drive above 1 in the final layout=13.0%, Final ANT Viol Nets=0, initial antenna violation count=509, crit-path leading delay family=adder cells, die width=1120 µm, DIE AREA=1250000 µm², distinct lib cells=84, outcome=completed, postcts setup bufs=0, fp_density=30.1%, async set-reset flop share out of synthesis=58.0%, largest net degree at the start of global routing=122, post_cts resized=0, Final Hold Slack=0.480 ns, Final TNS setup=0 ns, CP bufs+invs=5, DR top layer=met5, Post-Syn Instances=37.7k, final WL=1840000 µm, EDFF count, synth=1120, WL met3=296000 µm, GPL Wtd Cong=1.12, DRT iter0 DRCs=22.8k, Pre-antenna DRT Iters=7, DRC Markers=0, # IOs=720, CP Capture Type=flip-flop, vias in the first global route=295k, pin slew with the least headroom to its limit=1.29 ns, GRT Overall Usage=30.9%, Final Instance Area=417000 µm², FMAX=56.1 MHz, Worst Hold Class=reg2reg, Max FO, Critical Path=7, area grow syn2layout=11.9%, minimum clock period=17.81 ns, Rel. slew slack=14.1%, Max-cap violations=0, DIE HEIGHT=1120 µm, Slowest-stage cell, CP=clkdlybuf4s50_1, Critical Path Max Stage Delay=0.79 ns, CTS clock-pin slew for the worst setup and hold paths=0.06 ns, RSZ-0062 raised after global routing=false, dpl cell area=404000 µm², # Cells Yosys=37.7k, total grt overflow=0, Final Hold Fails=0, Core ar.=1240000 µm², fin crit share=26.3%, Seq/Total Area, Yosys=19.4%, Slew Viols, Final=0, #FFs+latches synth=2668, WL met1=610000 µm, clk buf depth=5, routed wl met2=741000 µm, global-route wire length before repair=2500000 µm, Inserted Clock Buffers=365, Port Buf Inserts=719, detailed-placement wirelength estimate=1520000 µm
final cells by class:
cell class | count | area, µm²
Antenna cell | 429 | 1070
Clock buffer | 450 | 10000
Clock inverter | 217 | 2640
Fill cell | 125089 | 822000
Inverter | 5504 | 20700
Multi-Input combinational cell | 27555 | 273000
Sequential cell | 2668 | 72400
Tap cell | 16440 | 20600
Timing Repair Buffer | 2017 | 17100
through the flow:
stage	worst slack [ns]	util (%)	cells
floorplan	49.96	-	37720
global placement	48.57	32.6	54184
detailed placement	48.66	32.6	54184
CTS	49.80	33.6	54851
global route	49.52	33.6	55082
finish	49.79	33.7	55280
placed cells by master (no fill, tap or decap), types with 264 or more instances in the layout:
cell / n
diode_2: 429
nand3_1: 346
nor2b_1: 264
nor2_1: 1821
inv_1: 5481
clkbuf_16: 377
edfxtp_1: 1120
mux2_2: 968
buf_4: 1284
nand2_1: 4590
mux2i_1: 1027
nor3_1: 285
a21oi_1: 1136
clkdlybuf4s50_1: 718
and2_1: 2530
nand2b_1: 451
ha_1: 3268
mux4_2: 1869
o21ai_0: 1268
dfrtp_1: 1534
xnor2_1: 723
fa_1: 3903
sequential cells by signal, summed over array words and instances, names as in the netlist:
| name | count |
|---|---|
| gen_line_buffer.u_line_buffer.window_x_cnt | 5 |
| gen_line_buffer.u_line_buffer.x_cnt | 5 |
| gen_co_kernel.u_cnn_kernel.r_valid | 2 |
| gen_co_kernel.u_cnn_kernel.r_mul | 1200 |
| gen_line_buffer.u_line_buffer.r_window_valid | 1 |
| gen_line_buffer.u_line_buffer.window_y_cnt | 5 |
| gen_line_buffer.u_line_buffer.y_cnt | 5 |
| r_valid | 1 |
| gen_line_buffer.u_line_buffer.line_buf | 1120 |
| gen_line_buffer.u_line_buffer.r_wait_valid | 1 |
| gen_co_kernel.u_cnn_kernel.r_acc_kernel | 63 |
| r_add_bias | 60 |
| gen_line_buffer.u_line_buffer.r_window | 200 |
final timing paths:
path                            slack, ns                                        endpoint                                           from  cells after the start
worst max-delay path                49.79        gen_co_kernel[1].u_cnn_kernel.r_mul[206]                              i_cnn_weight[303]                     17
worst min-delay path                 0.48   gen_line_buffer[0].u_line_buffer.r_window[22]  gen_line_buffer[0].u_line_buffer.r_window[22]                      2
worst max register to register      58.07  gen_co_kernel[0].u_cnn_kernel.r_acc_kernel[20]         gen_co_kernel[0].u_cnn_kernel.r_mul[1]                     32
worst min register to register       0.48   gen_line_buffer[0].u_line_buffer.r_window[22]  gen_line_buffer[0].u_line_buffer.r_window[22]                      2
max in group asynchronous           51.11         gen_co_kernel[2].u_cnn_kernel.r_mul[38]                                        reset_n                      7
min in group asynchronous           12.25                                  r_add_bias[20]                                        reset_n                      1
tightest hold or removal path, delay by kind of cell (launching register included):
family        cells  cell delay (ns)
flops             1             0.35
simple gates      2             0.11
synthesized netlist by cell type (379+ instances only):
| cell | n | area share, % |
|---|---|---|
| ha_1 | 3283 | 11 |
| o21ai_0 | 1289 | 1.7 |
| nand2_1 | 4597 | 4.6 |
| edfxtp_1 | 1120 | 9.0 |
| mux2_2 | 968 | 2.9 |
| xnor2_1 | 752 | 1.8 |
| nand2b_1 | 452 | 0.76 |
| buf_2 | 379 | 0.51 |
| and2_1 | 2531 | 4.2 |
| nor2_1 | 1849 | 1.9 |
| clkbuf_1 | 1346 | 1.4 |
| a21oi_1 | 1139 | 1.5 |
| fa_1 | 3903 | 21 |
| mux2i_1 | 1028 | 2.8 |
| dfrtp_1 | 1548 | 10 |
| mux4_2 | 1869 | 11 |
| inv_1 | 5490 | 5.5 |
layer usage:
metal | vias to the layer above | global-route usage [%]
met3 | 4259 | 21.2
met1 | 147038 | 33.8
met2 | 14640 | 41.2
met5 | - | 3.74
met4 | 274 | 23.9
li1 | 128487 | -
logic make-up (layout without fill, tap and decap cells):
family | after synthesis | after routing | synth area share [%]
flip-flops | 2668 | 2668 | 19.4
AND/OR/NAND/NOR | 10838 | 10838 | 13.7
XOR/XNOR | 866 | 866 | 2.04
buffers and inverters | 7497 | 8188 | 7.74
multiplexers | 3865 | 3865 | 17.0
adder cells (fa/ha/maj) | 7186 | 7186 | 32.0
other | 0 | 429 | 0
AND-OR/OR-AND | 4800 | 4800 | 8.16
